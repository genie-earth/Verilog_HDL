[/design/flow/run.sh]
#!/bin/bash
# OpenROAD 26Q1-2900-gdf79404cd8, Yosys 0.63+post, stock flow scripts
make -C /OpenROAD-flow-scripts/flow DESIGN_CONFIG=/design/flow/config.mk WORK_HOME=/design/flow/orfs finish
[/design/flow/design.v]
`timescale 1ns / 1ps
module power_of_8(
    input		clk,
    input		reset_n,
    input		i_valid,
    input	[31:0] 	i_value,
    output		o_valid,
    output	[63:0]	o_power_of_8	);
    reg 	[2:0] 	r_valid;
    reg 	[63:0] 	r_power_of_2;
    reg 	[63:0] 	r_power_of_4;
    reg 	[63:0] 	r_power_of_8;
    wire 	[63:0] 	power_of_2;
    wire 	[63:0] 	power_of_4;
    wire 	[63:0] 	power_of_8;
    always @(posedge clk or negedge reset_n) begin
        if(!reset_n) begin
            r_valid <= 3'd0;
        end else begin
            r_valid <= {r_valid[1:0], i_valid};		 
        end
    end
    always @(posedge clk or negedge reset_n) begin	 
        if(!reset_n) begin
            r_power_of_2 <= 64'd0;
            r_power_of_4 <= 64'd0;
            r_power_of_8 <= 64'd0;
        end else begin
            r_power_of_2 <= power_of_2;			 
            r_power_of_4 <= power_of_4;			 
            r_power_of_8 <= power_of_8;			 
        end
    end
    assign power_of_2 = i_value * i_value;		 
    assign power_of_4 = r_power_of_2 * r_power_of_2;	 
    assign power_of_8 = r_power_of_4 * r_power_of_4;	 
    assign o_valid = r_valid[2];
    assign o_power_of_8 = r_power_of_8;			 
endmodule
[/design/flow/config.mk]
export PLATFORM = sky130hd
export DESIGN_NAME = power_of_8
export DESIGN_NICKNAME = power_of_8
export VERILOG_FILES = /design/flow/design.v
export SDC_FILE = /design/flow/constraint.sdc
export NUM_CORES = 4
export LEC_CHECK = 1
export CORE_UTILIZATION = 50
[/design/flow/constraint.sdc]
current_design power_of_8

set clk_period 27.6
set clk_io_pct 0.2

create_clock -name clk0 -period $clk_period [get_ports {clk}]

set non_clock_inputs [all_inputs -no_clocks]
set_input_delay [expr $clk_period * $clk_io_pct] -clock clk0 $non_clock_inputs
set_output_delay [expr $clk_period * $clk_io_pct] -clock clk0 [all_outputs]
==> out/metrics.csv <==
metric,value,unit
clock_latency,0.61,ns
rsz0062_at_grt,false,
grt_overflow,0,
crit_fanout,26,
cts-hold-fix-buffers,0,
antenna_found_initial,5,
hold_path_class,register to register,
root_buffer,clkbuf_16,
ys_seq_share,3.43,%
worstPathArrival,14.18,ns
setup_viol,0,
clock_skew,0.0571,ns
syn-mean-instance-area,9.67,um2
outcome,completed,
ys_cells,14322,
final_util,52.7,%
fillers,25062,
core-area,275000,um2
drive_gt1_share,2.12,%
synth.distinct_cells,76,
finalCritPeriodShare,49.7,%
numSynthFlops,190,
critPathCaptureType,register,
vias,88028,
syn_to_final_growth,4.46,%
ys_warn_count,1,
start_kind,primary input,
ys_area,138000,um2
clk_pin_slew_worst_paths,0.08,ns
placementRows,192,
clock.fmax,72.9,MHz
final_common_cell,inv_1,
wl_per_cell,20.2,um
drtAntennaViolNets,0,
drt_first_pass_iters,6,
mi_logic_area,113000,um2
yosys.area.top_type_share,58.2,%
synthTopCellsByArea,"fa_1 (58%), inv_1 (13%), ha_1 (9.6%), and2_1 (4.8%), nand2_1 (3.5%)",
post_cts_resized,0,
gp_congestion,0.972,
cts-buffers-inserted,25,
yosysTopAreaCell,fa_1,
initCoreUtil,50.4,%
viasPerCell,4.92,
tns,0,ns
finalHoldViolations,0,
synthArstFlopShare,100,%
warning_count,145,
clockBufferDepth,3,
die-height,528,um
grt.total_usage,30.6,%
tightest_slew,0.886,ns
finalCriticalPeriod,13.72,ns
timing.hold.ws,0.353,ns
die_area,279000,um2
drtIter0Drc,2815,
drt_wl_total,362000,um
ios,100,
regArea,4800,um2
maxCapViolCount,0,
yosys_most_used_dff,dfrtp_1,
crit_required,28.06,ns
hpwlAfterDp,302000,um
final_cell_mix,"inv_1 (4971), fa_1 (4028), nand2_1 (1285)",
grt_pass1_vias,101673,
die_x,528,um
worstSetupPathType,primary input to register,
post-route-drc-count,0,
rrSetupSlack,16.65,ns
cts_tree,built,
synth-edff-count,0,
grt_first_pass_wirelength,584000,um
relSlewSlack,40.9,%
htree_levels,4,
syn-cell-area,138000,um2
synth_cells,14322,
post-cts-setup-buffers,0,
slew_violations,0,
grt_max_degree,50,
clock-sinks,190,
port_buffers,98,
## stage by stage
step                area, um2  setup slack, ns  std cells
global route           145000            13.50      17898
detailed placement     144000            13.30      17863
floorplan              139000            14.91      14362
CTS                    145000            13.91      17896
finish                 145000            13.88      17898
global placement       144000            13.26      17863
## path summary, 6_finish.rpt
path,start,endpoint,cells after the start
setup / recovery,i_value[11],r_power_of_2[61],25
hold / removal,r_valid[1],r_valid[2],0
setup reg to reg,r_power_of_4[7],r_power_of_8[63],30
hold reg to reg,r_valid[1],r_valid[2],0
max in group asynchronous,reset_n,r_power_of_2[17],4
min in group asynchronous,reset_n,r_power_of_8[7],1
## critical path, cell delays in order
cell             delay (ns)
clkdlybuf4s50_1        0.46
buf_4                  0.36
clkinv_1               0.57
nor2_1                 0.34
fa_1                   0.48
fa_1                   0.50
fa_1                   0.56
fa_1                   0.44
fa_1                   0.51
inv_1                  0.05
fa_1                   0.55
fa_1                   0.43
fa_1                   0.50
inv_1                  0.04
ha_1                   0.44
a21oi_1                0.16
o211ai_1               0.28
a21oi_1                0.11
nor3_1                 0.13
o22ai_1                0.16
o31ai_1                0.54
a31oi_1                0.29
o311ai_0               0.44
mux2i_1                0.23
nand2_1                0.07
## layer usage
| layer | vias to the layer above | GRT usage [%] | part of all wire (%) |
|---|---|---|---|
| li1 | 39394 | - | - |
| met1 | 44827 | 42.0 | 37 |
| met2 | 3336 | 46.8 | 48 |
| met3 | 457 | 14.2 | 11 |
| met4 | 14 | 7.17 | 3.3 |
| met5 | - | 1.51 | 0.17 |
## layout make-up
type | instances | share of cell area, %
Sequential cell | 190 | 3.32
Clock buffer | 27 | 0.445
Antenna cell | 2 | 0.00346
Clock inverter | 6 | 0.0770
Inverter | 4990 | 12.9
Timing Repair Buffer | 283 | 1.64
Multi-Input combinational cell | 8714 | 78.4
Tap cell | 3686 | 3.19
## registers in the layout, summed over array words and instances, names as in the netlist
register	cells
r_power_of_4	62
r_power_of_2	62
r_power_of_8	63
r_valid	3
## cells in the mapped netlist, drive strengths merged, types with 3 or more instances
cell / number
clkbuf: 465
and4: 5
o21a: 10
xnor2: 180
or4: 4
o22ai: 3
mux2i: 5
a31oi: 17
nor2: 242
xor2: 85
a21o: 78
a211o: 4
a21oi: 191
o21ai: 106
or2: 16
nand4: 21
fa: 4028
nor2b: 35
o31a: 4
clkinv: 11
dfrtp: 190
or3: 7
a221o: 4
a31o: 3
nor4: 3
nand2b: 13
and2: 1056
a21boi: 3
o221ai: 3
inv: 4979
nand3: 38
a22oi: 3
a211oi: 22
nor3: 22
nand2: 1285
o21bai: 31
a41oi: 7
a221oi: 9
o211ai: 15
ha: 1059
and3: 20
o31ai: 14
buf: 3
## cell families (layout without fill, tap and decap cells)
logic type,Yosys count,in the layout,share of synthesized area (%)
flip-flops,190,190,3.43
multiplexers,6,6,0.0443
adder cells (fa/ha/maj),5087,5087,67.8
buffers and inverters,5458,5306,14.8
AND/OR/NAND/NOR,2770,2770,9.74
XOR/XNOR,265,265,1.68
other,2,44,0.00542
AND-OR/OR-AND,544,544,2.52
