## flow/run.sh

```bash
#!/bin/bash
# OpenROAD 26Q1-2900-gdf79404cd8, Yosys 0.63+post, stock flow scripts
make -C /OpenROAD-flow-scripts/flow DESIGN_CONFIG=/design/flow/config.mk WORK_HOME=/design/flow/orfs finish
```

## flow/config.mk

```make
export PLATFORM = sky130hd
export DESIGN_NAME = simple_bram_ctrl
export DESIGN_NICKNAME = simple_bram_ctrl
export VERILOG_FILES = /design/flow/design.v
export SDC_FILE = /design/flow/constraint.sdc
export NUM_CORES = 4
export LEC_CHECK = 1
export CORE_UTILIZATION = 40
```

## flow/constraint.sdc

```tcl
current_design simple_bram_ctrl

set clk_period 6.0
set clk_io_pct 0.2

create_clock -name clk0 -period $clk_period [get_ports {clk}]

set non_clock_inputs [all_inputs -no_clocks]
set_input_delay [expr $clk_period * $clk_io_pct] -clock clk0 $non_clock_inputs
set_output_delay [expr $clk_period * $clk_io_pct] -clock clk0 [all_outputs]
```

## flow/design.v

```verilog
`timescale 1ns / 1ps
module simple_bram_ctrl
#(
    parameter DWIDTH = 16,
    parameter AWIDTH = 12,
    parameter MEM_SIZE = 3840
)
(
    input		clk,
    input		reset_n,
    input		i_run,
    input  [AWIDTH-1:0]	i_num_cnt,
    output		o_idle,
    output		o_write,
    output		o_read,
    output		o_done,
    output[AWIDTH-1:0] 	addr0,
    output		ce0,
    output		we0,
    input [DWIDTH-1:0]  q0,
    output[DWIDTH-1:0] 	d0,
    output		o_valid,
    output[DWIDTH-1:0] 	o_mem_data	);
localparam S_IDLE	= 2'b00;
localparam S_WRITE	= 2'b01;
localparam S_READ	= 2'b10;
localparam S_DONE  	= 2'b11;
reg [1:0] c_state;  
reg [1:0] n_state;  
wire	  is_write_done;
wire	  is_read_done;
always @(posedge clk or negedge reset_n) begin
    if(!reset_n) begin
        c_state <= S_IDLE;
    end else begin
        c_state <= n_state;
    end
end
always @(*) 
begin
    n_state = c_state;  
    case(c_state)
    S_IDLE  : if(i_run)
        n_state = S_WRITE;						 
    S_WRITE : if(is_write_done)
        n_state = S_READ;
    S_READ  : if(is_read_done)
        n_state = S_DONE;
    S_DONE  : n_state = S_IDLE;
    endcase
end 
assign o_idle 		= (c_state == S_IDLE);
assign o_write 		= (c_state == S_WRITE);
assign o_read 		= (c_state == S_READ);
assign o_done 		= (c_state == S_DONE);
reg [AWIDTH-1:0] num_cnt;  
always @(posedge clk or negedge reset_n) begin
    if(!reset_n) begin
        num_cnt <= 0;  
    end else if (i_run) begin						 
        num_cnt <= i_num_cnt;
    end else if (o_done) begin
        num_cnt <= 0;
    end
end
reg [AWIDTH-1:0] addr_cnt;  						 
assign is_write_done = o_write && (addr_cnt == num_cnt-1);		 
assign is_read_done  = o_read  && (addr_cnt == num_cnt-1);		 
always @(posedge clk or negedge reset_n) begin
    if(!reset_n) begin
        addr_cnt <= 0;  
    end else if (is_write_done || is_read_done) begin			 
        addr_cnt <= 0; 
    end else if (o_write || o_read) begin				 
        addr_cnt <= addr_cnt + 1;
    end
end
assign addr0	= addr_cnt;						 
assign ce0	= o_write || o_read;					 
assign we0	= o_write;						 
assign d0	= addr_cnt;						 
reg			r_valid;
reg [DWIDTH-1:0] 	r_mem_data;
always @(posedge clk or negedge reset_n) begin
    if(!reset_n) begin
        r_valid <= 0;  
    end else begin
        r_valid <= o_read;						 
    end
end
assign o_valid = r_valid;
assign o_mem_data = q0;							 
endmodule
```

==> changes_impl.md <==
### Implementation results

* Reg power frac at 49.4%
* GPL Wtd Cong at 0.8527
* Min Hold Slack at 0.4668 ns
* Endpoints failing setup at 0
* # IOs at around 82
* Max VDD drop at 0.1159 mV
* Slew HR at 55.45%
* Late-Pin Clk Latency at 0.28 ns
* Die Area at a little over 5000 µm²
* Switching portion of total power at 25.11%
* EDFF count, synth at 0
* Clk pwr share at 37.9%
* Vias at between 1000 and 1500
* 1st-iter DRT viols at 53
* IO buf count at 45
* Cell area after layout at between 2000 and 2500 µm²
* Final Max Tran Viols at 0
* Hold endpoint: r_valid
* Commonest cells in the netlist: 41 x nand2_1, 33 x buf_4, 28 x dfrtp_1
* Routed vias/inst at 5.010
* Num CTS Buffers at 5
* Max clock buf depth at 2
* Post-DP Area at 2202 µm²
* Lkg Pwr at slightly below 1 nW
* Placement-stage worst setup slack at 3.135 ns
* Crit path capture type: primary output
* DP HPWL at 2746 µm
* Syn. warnings at 1
* Final WL at 3708 µm
* Largest net degree at the start of global routing at 30
* Post-Layout Cell Count at roughly 300
* Core ar. at roughly 4700 µm²
* Total Negative Setup Slacks at 0 ns
* Worst Path Max Fanout at 9
* Tot GR Track Use at between 10% and 20%
* Most common cell in the netlist: nand2_1
* First-pass GRT wire length at 6437 µm
* Seq share, synth at between 30 and 40%
* Post-CTS setup buffers at 0
* Skew final at 0.005768 ns
* Fin util at 48.85%
* Tool warnings at 25
* Residual DRC at 0
* Total power at around 0.43 mW
* Switch Pwr at 0.1086 mW
* Hold WC Path Type: flop to flop
* Max-cap violations at 0
* Worst EP required at 4.80 ns
* Power Density at around 190 nW/µm²
* Placed cells at 288
* Worst slew pin tran at 0.6658 ns
* F_max at 322.3 MHz
* Count of different cell masters after synthesis at 46
* Antenna violations before repair at 0
* WL/cell at approximately 13 µm
* Hold Crit Depth at 0
* CTS tree: done
* Router iterations before antenna repair at 4
* Hold-fix buffers, CTS at 0
* WS Path Type: flop to primary output
* Comb pwr share at 12.6%
* Antenna fix cells at 0
* FF-to-FF Start: num_cnt[0]
* Post-Syn Instances at 225
* Fp util at around two fifths
* Clock Tree Root: clkbuf_8
* Ys async rst share at 100.0%
* Row cnt at 25
* Critical path startpoint category: flop
* Area leader share at 35.97%
* Dominant register cell: dfrtp_1
* Vias in the first global route at between 1000 and 1500
* H-tree lvl count at 2
* Cycle use final at 51.71%
* Syn_area_per_cell at 8.658 µm²
* Final WS setup at 2.898 ns
* Internal at 0.3240 mW
* Outcome: finished clean
* CTS Sinks at 29
* Top cells, area: dfrtp_1 36%, buf_4 13%, nand2_1 7.9%
* Routed Antenna Nets at 0
* Post-cts resize count at 0
* RSZ-0062 raised after global routing: no
* CP Data Arrival Time at 1.90 ns
* Ratio of cells with drive above 1 in the final layout at approximately 8.7%
* Die width at 71.79 µm
* Fin crit period at 3.102 ns
* Yosys stat area at about 2000 µm²
* Synth area leader: dfrtp_1
* Yosys reg bits at 29
* Clock transition at path regs at around 0.060 ns
* Die Y at 71.79 µm
* Number of cells in Yosys stat at about 230
* Final hold violation count at 0
* Mapped Area at 1948 µm²
* Syn-to-layout area delta at 17.66%
* Worst reg-to-reg setup slack at 3.12 ns
* Total grt overflow at 0
* Worst Reg2Reg Path Length in Cells at 8
==> registers in the layout, indices dropped and copies added, names as in the netlist, named ones only <==
| signal | count |
|---|---|
| r_valid | 1 |
| addr_cnt | 12 |
| c_state | 3 |
| num_cnt | 12 |
==> cells by family (layout without fill, tap and decap cells) <==
| kind of cell | count (synthesis) | count (layout) | share of synthesized area, % |
|---|---|---|---|
| flip-flops | 29 | 29 | 37.32 |
| multiplexers | 3 | 3 | 1.798 |
| buffers and inverters | 49 | 63 | 16.25 |
| adder cells (fa/ha/maj) | 2 | 2 | 1.284 |
| AND-OR/OR-AND | 34 | 34 | 13.17 |
| other | 1 | 4 | 0.1925 |
| XOR/XNOR | 16 | 16 | 7.193 |
| AND/OR/NAND/NOR | 91 | 91 | 22.80 |
==> how the worst max path moves through the flow <==
stage | from | to | slack [ns]
final | c_state[2] | ce0 | 2.90
after CTS | c_state[2] | ce0 | 2.87
after global routing | c_state[2] | ce0 | 2.77
==> power groups by stage <==
stage | logic (mW) | registers (mW) | clock network [mW]
CTS | 0.0555 | 0.214 | 0.168
global route | 0.0619 | 0.215 | 0.177
finish | 0.0546 | 0.214 | 0.164
==> routing by layer <==
layer,up-vias,wire [µm],GRT usage [%]
met5,-,0,0
met4,0,17,1.961
met3,2,176,3.566
met2,44,1663,23.27
met1,677,1851,25.63
li1,760,-,-
==> area by class of cell <==
class	instances	area (µm²)
Inverter	9	33.78
Tap cell	54	67.56
Clock buffer	8	90.09
Sequential cell	29	726.9
Fill cell	451	2400
Multi-Input combinational cell	150	915.9
Timing Repair Buffer	46	457.9
==> worst max-delay path, stage by stage, from the launching register on <==
cell             delay, ns
dfrtp_1               0.43
nor2_1                0.55
inv_1                 0.21
clkdlybuf4s50_1       0.45
==> placed cells by master, fill, tap and decap left out, types with 2 or more instances in the layout <==
cell type	synthesis	final
mux2i_1	2	2
a21oi_1	4	4
nor4_1	2	2
nand3_1	4	4
and3_1	3	3
nand2_1	41	41
a21o_1	3	3
inv_1	9	9
o31ai_1	5	5
or4_2	2	2
ha_1	2	2
nand4_1	2	2
nor2b_1	4	4
o211ai_1	2	2
dfrtp_1	28	28
clkbuf_8	0	6
and2_1	2	2
o21ai_0	11	11
clkdlybuf4s50_1	0	45
xnor2_1	11	11
conb_1	1	4
nor3_1	6	6
clkbuf_1	5	2
xor2_1	5	5
nor2_1	16	16
Power and IR drop assume default switching activity.
